[flow/config.mk]
export PLATFORM = sky130hd
export DESIGN_NAME = fibonacci
export DESIGN_NICKNAME = fibonacci
export VERILOG_FILES = /design/flow/design.v
export SDC_FILE = /design/flow/constraint.sdc
export NUM_CORES = 4
export LEC_CHECK = 1
export CORE_UTILIZATION = 40
[flow/run.sh]
#!/bin/bash
# OpenROAD 26Q1-2900-gdf79404cd8, Yosys 0.63+post, stock flow scripts
make -C /OpenROAD-flow-scripts/flow DESIGN_CONFIG=/design/flow/config.mk WORK_HOME=/design/flow/orfs finish
[flow/constraint.sdc]
current_design fibonacci

set clk_period 10.3
set clk_io_pct 0.2

create_clock -name clk0 -period $clk_period [get_ports {clk}]

set non_clock_inputs [all_inputs -no_clocks]
set_input_delay [expr $clk_period * $clk_io_pct] -clock clk0 $non_clock_inputs
set_output_delay [expr $clk_period * $clk_io_pct] -clock clk0 [all_outputs]
[flow/design.v]
module fibonacci (
  input   logic        clk,
  input   logic        reset,
  output  logic [31:0] seq_o
);
  logic [31:0]  d1_in, d0_in;
  logic [31:0]  d1_out, d0_out;
assign d1_in = d1_out + d0_out;
assign d0_in = d1_out;
  always_ff @(posedge clk or posedge reset) begin
    if(reset) begin
      d0_out <= 32'd0;
      d1_out <= 32'd1;
    end
    else begin
      d0_out <= d0_in;
      d1_out <= d1_in;
    end
  end
  assign seq_o = d0_out;
endmodule
==> qor.yml <==
synth_area_per_cell_um2: 10.7
synth.cellmix.xorXnorShare_pct: 5.52
die_h_um: 97.6
port-buffer-count: 33
fp_util_pct: 41.7
timing.reg2reg.worst_path_depth: 8
placement_rows: 34
edf_count: 0
yosysWarningCount: 1
layout_min_cycle_time_ns: 3.28
crit-reg2reg-capture: "d1_out[26]$_DFF_PP0_"
timing.rr.start: "d0_out[0]$_DFF_PP0_"
drtPass1Iterations: 4
hp-class: "reg2reg"
run_status: "completed"
fin_area_mm2: 0.00431
io_count: 34
place_hpwl_mm: 5.21
pin_count_of_the_biggest_net_entering_global_routing: 41
cp_slowest_stage_delay_ns: 0.47
net-switching-power_mw: 0.105
async_reset_ff_share_pct: 100
ctsRootBufferMaster: "sky130_fd_sc_hd__clkbuf_8"
critical-path-slowest-cell: "sky130_fd_sc_hd__clkdlybuf4s50_1"
vias: 2652
leakage_power_figure_nw: 2.14
clk_path_buf_depth: 2
wl_per_cell_um: 14.4
worst_ep_required_time_ns: 8.24
syn_area_mm2: 0.00365
worst_hold_path.endpoint: "d0_out[13]$_DFF_PP0_"
post_synth_main_logic_family: "AND-OR/OR-AND gates"
synthAoiAreaFrac_pct: 21.5
layout.filler_cells: 779
die.size.x_um: 97.6
share_clk_of_total_power_pct: 52.7
worst_skew_pair.late_latency_ns: 0.35
hold_ws_ns: 0.376
cts.sinks: 64
min_period_over_period_pct: 31.9
syn-instance-count: 340
openroad.warnings: 25
switching_share_pct: 19.4
grt_first_pass_wirelength_mm: 12.2
placedInstanceArea_mm2: 0.00404
critPathKind: "reg2out"
simple_gate_fraction_of_synth_area_pct: 12.9
tns_ns: 0
cap_viol_max_count: 0
power.combinational.fraction_pct: 1.0
antenna_found_initial: 0
power.share.sequential_pct: 46.3
cts_hold_buffers: 0
muxShareOfSynthArea_pct: 1.40
hold_path_depth: 0
htree_num_levels: 3
flop_cell: "sky130_fd_sc_hd__dfrtp_1"
start_kind: "register"
synth.ff_latch_count: 64
cts-resized-gates: 0
cts_setup_buffers: 0
drcViolationCount: 0
worst_pin_slew_ns: 0.510
rsz0062_at_grt: "false"
crit_path_arrival_time_ns: 1.22
pwr_density_cell_mw_per_mm2: 126
synth.yosys.chip_area_mm2: 0.00365
final_max_tran_viols: 0
cp_top_family: "buffers and inverters"
timing_hold_violations_final: 0
setup.reg_to_reg.worst_slack_ns: 7.59
route.antenna.remaining_nets: 0
biggest_fanout_along_the_worst_timing_path: 3
internal-power_mw: 0.437
synth.distinct_cells: 68
routability_cong: 0.900
grt_overflow_total: 0
synthToLayoutAreaGrowth_pct: 18.0
tritoncts: "done"
synth_sequential_area_ratio_pct: 43.9
worst_clock_skew_ns: 0.00950
post_drt_via_cell_ratio: 5.43
wirelength_mm: 7.03
post_synth_fa_ha_maj_area_fraction_pct: 11.2
worst_ir_drop_vdd_mv: 0.0972
worst_hold_startpoint: "d1_out[13]$_DFF_PP0_"
final_util_pct: 49.2
critical_path_buf_inv_count: 1
detail_route.antenna_diodes: 0
core_area_mm2: 0.00876
path_cells: "clkdlybuf4s50_1"
drive_above_1_share_pct: 8.68
finalSetupViolCount: 0
critical_path.endpoint_type: "output pin"
chip_area_mm2: 0.00952
total_cts_buffers: 9
grt_use_total_pct: 16.0
cts.clk_slew.worst_paths_ns: 0.07
highest_clock_frequency_the_design_can_meet_mhz: 305
yosys_cells: 340
maxSlewHeadroom_pct: 65.9
first_global_vias: 2565
drt-initial-drc-count: 122
[through the flow]
stage / power (mW) / instances / worst slack, ns
5_1_grt: 0.564 / 488 / 6.94
2_1_floorplan: 0.260 / 340 / 6.64
3_5_place_dp: 0.262 / 472 / 6.88
4_1_cts: 0.551 / 488 / 6.99
6_report: 0.542 / 488 / 7.02
3_3_place_gp: 0.262 / 472 / 6.90
[layer usage]
metal | up-vias | global-route usage [%] | part of all wire, % | wire (um)
met3 | 8 | 2.86 | 3.3 | 233
met1 | 1252 | 26.9 | 53 | 3750
met2 | 40 | 23.0 | 42 | 2950
met4 | 0 | 2.26 | 1.3 | 93
met5 | - | 0 | 0 | 0
li1 | 1352 | - | - | -
[layout by cell type, fill, tap and decap left out, types with 3 or more instances in the layout]
| cell | count |
|---|---|
| sky130_fd_sc_hd__o211ai_1 | 5 |
| sky130_fd_sc_hd__nor3_1 | 4 |
| sky130_fd_sc_hd__a21o_1 | 14 |
| sky130_fd_sc_hd__a211o_1 | 3 |
| sky130_fd_sc_hd__and4_1 | 5 |
| sky130_fd_sc_hd__bufinv_16 | 4 |
| sky130_fd_sc_hd__clkbuf_8 | 9 |
| sky130_fd_sc_hd__mux2i_1 | 4 |
| sky130_fd_sc_hd__dfrtp_1 | 63 |
| sky130_fd_sc_hd__nor2b_1 | 3 |
| sky130_fd_sc_hd__o21bai_1 | 3 |
| sky130_fd_sc_hd__o21a_1 | 4 |
| sky130_fd_sc_hd__a211oi_1 | 6 |
| sky130_fd_sc_hd__nand2b_1 | 4 |
| sky130_fd_sc_hd__o21ai_1 | 3 |
| sky130_fd_sc_hd__nor2_1 | 20 |
| sky130_fd_sc_hd__a21oi_1 | 28 |
| sky130_fd_sc_hd__o21a_2 | 3 |
| sky130_fd_sc_hd__o21ai_0 | 11 |
| sky130_fd_sc_hd__xor2_1 | 10 |
| sky130_fd_sc_hd__inv_1 | 11 |
| sky130_fd_sc_hd__ha_1 | 31 |
| sky130_fd_sc_hd__nand4_1 | 5 |
| sky130_fd_sc_hd__nand2_1 | 20 |
| sky130_fd_sc_hd__xnor2_1 | 13 |
| sky130_fd_sc_hd__clkdlybuf4s50_1 | 33 |
| sky130_fd_sc_hd__nand3_1 | 8 |
[power groups by stage]
| stage | clock (mW) | combinational (mW) | sequential (mW) |
|---|---|---|---|
| after CTS | 0.294 | 0.00588 | 0.251 |
| after global routing | 0.306 | 0.00658 | 0.251 |
| final | 0.286 | 0.00534 | 0.251 |
[area by class of cell]
| class | instances | area (um^2) | share of cell area (%) |
|---|---|---|---|
| flip-flops and latches | 64 | 1600 | 37.2 |
| well taps | 108 | 135 | 3.14 |
| multi-input cells | 254 | 1920 | 44.6 |
| inverters | 12 | 45.0 | 1.05 |
| repair buffers | 34 | 338 | 7.84 |
| clock inverters | 7 | 144 | 3.34 |
| clock buffers | 9 | 124 | 2.88 |
[state kept, by name, indices dropped and copies added, names as in the netlist]
name    flops
d0_out     32
d1_out     32
[synth_stat cells (all sizes together), types with 5 or more instances]
master  number  share of area (%)
nand2       20                2.1
nor2        20                2.1
ha          31                 11
xor2        10                2.4
o21ai       14                1.9
and4         5                1.2
xnor2       13                3.1
nand4        6                1.2
o211ai       5                1.0
dfrtp       63                 43
nand3        8                1.1
o21a         7                1.5
a21oi       28                3.8
inv         12                1.2
clkbuf       6               0.72
a211oi       6                1.2
a21o        15                3.1
[logic make-up after synthesis]
group,Yosys count
multiplexers,5
AND/OR/NAND/NOR,87
adder cells (fa/ha/maj),32
flip-flops,64
XOR/XNOR,23
buffers and inverters,22
AND-OR/OR-AND,107
[worst max-delay path by stage]
| stage | from | endpoint | slack (ns) | cells after the start |
|---|---|---|---|---|
| CTS | d0_out[1]$_DFF_PP0_ | seq_o[1] | 6.99 | 1 |
| global route | d0_out[1]$_DFF_PP0_ | seq_o[1] | 6.94 | 1 |
| finish | d0_out[1]$_DFF_PP0_ | seq_o[1] | 7.02 | 1 |
Power and IR drop assume default switching activity.
