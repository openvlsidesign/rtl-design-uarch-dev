[design/flow/constraint.sdc]
current_design seq_generator

set clk_period 13.7
set clk_io_pct 0.2

create_clock -name clk0 -period $clk_period [get_ports {clk}]

set non_clock_inputs [all_inputs -no_clocks]
set_input_delay [expr $clk_period * $clk_io_pct] -clock clk0 $non_clock_inputs
set_output_delay [expr $clk_period * $clk_io_pct] -clock clk0 [all_outputs]
[design/flow/config.mk]
export PLATFORM = sky130hd
export DESIGN_NAME = seq_generator
export DESIGN_NICKNAME = seq_generator
export VERILOG_FILES = /design/flow/design.v
export SDC_FILE = /design/flow/constraint.sdc
export NUM_CORES = 4
export LEC_CHECK = 1
export CORE_UTILIZATION = 40
[design/flow/run.sh]
#!/bin/bash
# OpenROAD 26Q1-2900-gdf79404cd8, Yosys 0.63+post, stock flow scripts
make -C /OpenROAD-flow-scripts/flow DESIGN_CONFIG=/design/flow/config.mk WORK_HOME=/design/flow/orfs finish
[design/flow/design.v]
module seq_generator (
  input   logic        clk,
  input   logic        reset,
  output  logic [31:0] seq_o
);
  logic [31:0] d0_in, d0_out, d1_in, d1_out, d2_in, d2_out;
assign d0_in = d1_out;
assign d1_in = d2_out;
assign d2_in = d1_out + d0_out;
  always_ff @(posedge clk or posedge reset) begin
    if(reset) begin
      d0_out <= 32'd0;
      d1_out <= 32'd1;
      d2_out <= 32'd1;
    end
    else begin
      d0_out <= d0_in;
      d1_out <= d1_in;
      d2_out <= d2_in;
    end
  end
  assign seq_o = d0_out;
endmodule
==> impl_metrics.ini <==
; yosys + openroad results
[clocking]
cts.reportedPaths.clkPinSlew_ps = 100
cts_sinks = 96
cts_setup_buffers = 0
clk_path_buf_depth = 2
h-tree-depth = 3
ctsResizeCount = 0
cts_buffers = 9
clk_latency_ps = 360
clockRootBuffer = clkbuf_8
ctsHoldBuffers = 0
cts_tree = done

[critical_path]
cp-startpoint = d0_out[1]
critical_path_class = reg -> out
cp_slowest_cell = clkdlybuf4s50_1
path_delay_family = buffers and inverters
timing.rr.start = d0_out[0]
cp.required_ps = 10960
cp_max_fo = 3
critPathCaptureType = output pin
arrival_ps = 1270
path_buffers = 1
crit_chain = clkdlybuf4s50_1
max_stage_delay_ps = 490
critPathLaunchType = flop

[power_and_ir_drop]
ir_worst_vdd_uv = 44.8
p_per_area_nw_per_um2 = 94.2
combPwrFrac = 0.012
sw_frac_of_total = 0.218
p_clk_frac = 0.398
switchingPower_mw = 0.105
p_seq_frac = 0.590
leakage_nw = 2.57
power.internal_mw = 0.375

[floorplan]
rows = 38
core_um2 = 10800
die_y_um = 108
pin_count = 34
chipArea_um2 = 11600
die_x_um = 108
fp_util = 0.411

[finish]
syn_to_final_growth_pct = 14.4
lay_top_count = dfrtp_1
finalNonFillerCells = 552
fin_area_um2 = 5090
final_util = 0.470
layout_top_cells = dfrtp_1, clkdlybuf4s50_1, ha_1, a21oi_1
drive_gt1_frac = 0.0825

[final_timing]
finalClockPeriodUsage = 0.293
tns_ps = 0
fmax_ghz = 0.249
fin_crit_ps = 4010
layout_setup_ws_ps = 9690
rsz0062_at_grt = false
max-slew-margin-rel = 0.504
slew_viol_final = 0
skew_ps = 14.2
final-hold-violation-count = 0
tightestPinTransition_ps = 743
setup_viol = 0

[worst_hold_path]
holdCritPathClass = reg -> reg
min_from = d2_out[25]

[route]
routedWlPerCell_um = 14.2
vias = 2945
wl_um = 7860
route.detailed.drc = 0
drtIter0Drc = 141
n_antenna_cell = 0
viasPerCell = 5.34
detail-route-antenna-nets = 0
first_pass_iters = 4

[flow_run]
drv_cap = 0
tool_warnings = 25

[synthesis]
synth.area.top_cells = dfrtp_1, ha_1, a21oi_1
avgSynthCellArea_um2 = 12.0
ys.flops = 96
yosys_warnings = 1
ys_chip_area_um2 = 4450
async_reset_ff_frac = 1.00
top_area_frac = 0.528
edf_count = 0
synthFlopType = dfrtp_1
synth_area_um2 = 4450
yosys.stat.seqShare = 0.540
synthCells = 372
yosys.area.top_type = dfrtp_1
ys_types = 68
ys_cells = 372

[placement]
dpl_worst_slack_ps = 9410
place_congestion = 0.855
numPortBuffers = 33
placed_cells = 536
dp_hpwl_um = 5710
place_area_um2 = 4880

[run_status]
status = completed

[grt]
grt_pass1_vias = 2879
antenna_found_initial = 0
grt_use_total = 0.153
grt_first_pass_wirelength_um = 13700
grt_max_degree = 63
grt_overflow = 0
## stage by stage
stage	power, mW	hold WS (ps)
after floorplan	0.293	331
after global placement	0.295	333
after detailed placement	0.295	335
after CTS	0.488	353
after global routing	0.501	360
final	0.480	346
## state kept, by name, indices dropped and copies added (netlist names)
name / flops
d0_out: 32
d2_out: 32
d1_out: 32
## Yosys cell counts (3+ instances only)
library cell   n
nand2b_1       4
nor2_1        20
xor2_1        10
nand2_1       20
mux2i_1        4
xnor2_1       13
nor2b_1        3
clkbuf_1       5
o21a_2         3
o211ai_1       5
o21ai_0       11
inv_1         12
nand3_1        8
o21a_1         4
ha_1          31
a21o_1        14
nand4_1        5
o21bai_1       3
a21oi_1       28
nor3_1         4
dfrtp_1       94
a211oi_1       6
o21ai_1        3
and4_1         5
a211o_1        3
## cells by family after synthesis
logic type,synth area share
AOI/OAI and AO/OA,0.176
xor gates and xnor gates,0.0452
adders and majority gates,0.0916
buffers and inverters,0.0292
DFF,0.540
muxes,0.0115
and+or+nand+nor,0.106
## metal layers
layer,routed length (µm),share of wire,vias up,GRT usage
met5,0,0,-,0
met4,159,0.020,0,0.0294
met3,365,0.046,17,0.0364
met2,3290,0.42,61,0.209
met1,4050,0.51,1423,0.259
li1,-,-,1444,-
## cell type report
| cell class | count | area (µm²) |
|---|---|---|
| fill | 977 | 5750 |
| sequential | 96 | 2400 |
| multi-input combinational | 254 | 1920 |
| timing repair buffer | 34 | 338 |
| tap | 140 | 175 |
| clock buffer | 10 | 138 |
| clock inverter | 6 | 72.6 |
| inverter | 12 | 47.5 |
## worst paths after layout
check	slack, ps	cells after the start	to
setup / recovery	9690	1	seq_o[1]
hold / removal	350	0	d1_out[25]
setup reg to reg	10980	8	d2_out[30]
hold reg to reg	350	0	d1_out[25]
max in group asynchronous	9880	3	d0_out[18]
min in group asynchronous	2720	2	d2_out[30]
## power groups by stage
stage | clock network, mW | logic (mW) | registers [mW]
final | 0.191 | 0.00564 | 0.283
after global routing | 0.211 | 0.00692 | 0.283
after CTS | 0.198 | 0.00619 | 0.283
Power figures rest on the tool's default switching activity, not on a simulated workload.
