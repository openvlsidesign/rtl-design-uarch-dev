==> ./design.v <==
module config_timer #(
    parameter CLOCK_TIME = 30
)
(
input logic clk, rst_n, input_trigger, emergency,
output logic signal_change
);
logic [$clog2(CLOCK_TIME):0] counter;
logic input_trigger_pulse, inp_trig_reg;
always_ff@(posedge clk) begin
    if(~rst_n)
        inp_trig_reg <= 1'b0;
    else 
        inp_trig_reg <= input_trigger;
end
assign input_trigger_pulse = input_trigger & ~inp_trig_reg;
always_ff @(posedge clk) begin
    if(~rst_n) begin
        counter <= '0;
    end
    else if (counter == CLOCK_TIME-1 | emergency) begin
        counter <= '0;
    end
    else begin
        counter <= (input_trigger_pulse || (counter > 0)) ? (counter + 1) : counter;
    end
end
assign signal_change = counter == (CLOCK_TIME-1);
endmodule
module traffic_controller_top #(
    parameter CLOCK_TIME = 30
)
(
input logic clk, rst_n, 
input logic pedestrian_request,      
input logic emergency,               
output logic traffic_red,            
output logic traffic_yellow,         
output logic traffic_green,          
output logic pedestrian_walk,        
output logic pedestrian_dont_walk    
);
logic red_done, grn_done, ylw_done, ped_done;
logic ped_req_reg;
logic red_trigger, yellow_trigger, green_trigger, ped_trigger;
always_ff@(posedge clk) begin
    if(~rst_n)
        ped_req_reg <= 1'b0;
    else if (pedestrian_dont_walk | emergency) 
        ped_req_reg <= pedestrian_request;
    else
        ped_req_reg <= pedestrian_walk ? 1'b0 : ped_req_reg;  
end
config_timer #(
    .CLOCK_TIME(30)
)
config_timer_red (
    .clk            (clk),
    .rst_n          (rst_n),
    .input_trigger  (red_trigger),
    .emergency      (emergency),
    .signal_change  (red_done)
);
config_timer #(
    .CLOCK_TIME(30)
)
config_timer_grn (
    .clk            (clk),
    .rst_n          (rst_n),
    .input_trigger  (green_trigger),
    .emergency      (emergency),
    .signal_change  (grn_done)
);
config_timer #(
    .CLOCK_TIME(5)
)
config_timer_ylw (
    .clk            (clk),
    .rst_n          (rst_n),
    .input_trigger  (yellow_trigger),
    .emergency      (emergency),
    .signal_change  (ylw_done)
);
config_timer #(
    .CLOCK_TIME(5)
)
config_timer_ped (
    .clk            (clk),
    .rst_n          (rst_n),
    .input_trigger  (ped_trigger),
    .emergency      (emergency),
    .signal_change  (ped_done)
);
typedef enum logic [2:0] { 
    T_RED, T_YELLOW, T_GREEN, P_WALK, P_RED, EMERGENCY
 } state_t;
 state_t cs, ns;
always_ff @(posedge clk) begin
    if(~rst_n)
        cs <= T_RED;
    else
        cs <= ns;
end
always_comb begin
    traffic_red = 1'b1;
    traffic_yellow = 1'b0;
    traffic_green = 1'b0;
    pedestrian_walk = 1'b0;
    pedestrian_dont_walk = ~pedestrian_walk;
    case (cs)
        T_RED:  begin    
                    if(emergency) begin
                        ns = EMERGENCY;
                    end
                    else    begin 
                                if (pedestrian_request || ped_req_reg) begin
                                    ns = P_WALK;
                                end
                                else begin 
                                    if(red_done)
                                        ns = T_GREEN;
                                    else
                                        ns = T_RED;
                                end
                            end
                    traffic_red = 1'b1;
                    traffic_yellow = 1'b0;
                    traffic_green = 1'b0;
                    pedestrian_walk = 1'b0;
                    pedestrian_dont_walk = ~pedestrian_walk;
                end
        P_WALK: begin    
                    if(emergency)
                        ns = EMERGENCY;
                    else if (ped_done)
                        ns = P_RED ; 
                        else
                        ns = P_WALK;
                    traffic_red = 1'b1;
                    traffic_yellow = 1'b0;
                    traffic_green = 1'b0;
                    pedestrian_walk = 1'b1;
                    pedestrian_dont_walk = ~pedestrian_walk;
                end
        P_RED:  begin    
                    if(emergency)
                        ns = EMERGENCY;
                    else
                        ns = T_GREEN;
                    traffic_red = 1'b0;
                    traffic_yellow = 1'b0;
                    traffic_green = 1'b0;
                    pedestrian_walk = 1'b0;
                    pedestrian_dont_walk = ~pedestrian_walk;
                end
        T_GREEN:    begin
                    if(emergency)
                        ns = EMERGENCY;
                    else if (grn_done)
                        ns = T_YELLOW ; 
                        else
                        ns = T_GREEN;
                    traffic_red = 1'b0;
                    traffic_yellow = 1'b0;
                    traffic_green = 1'b1;
                    pedestrian_walk = 1'b0;
                    pedestrian_dont_walk = ~pedestrian_walk;
                    end
        T_YELLOW:   begin
                    if(emergency)
                        ns = EMERGENCY;
                    else if(ylw_done)   
                        ns = T_RED ;
                        else
                        ns = T_YELLOW;
                    traffic_red = 1'b0;
                    traffic_yellow = 1'b1;
                    traffic_green = 1'b0;
                    pedestrian_walk = 1'b0;
                    pedestrian_dont_walk = ~pedestrian_walk;
                    end
        EMERGENCY:  begin
                    if(emergency)
                        ns = EMERGENCY;
                    else    if(ped_req_reg)
                                ns = P_WALK;
                            else
                                ns = T_RED;
                    traffic_red = 1'b0;
                    traffic_yellow = 1'b0;
                    traffic_green = 1'b0;
                    pedestrian_walk = 1'b0;
                    pedestrian_dont_walk = ~pedestrian_walk;
                    end
        default:    ns=T_RED;
    endcase
end
always_comb begin
    red_trigger     =   cs==T_RED;
    yellow_trigger  =   cs==T_YELLOW;
    green_trigger   =   cs==T_GREEN;
    ped_trigger     =   cs==P_WALK;
end
endmodule
==> ./run.sh <==
#!/bin/bash
# OpenROAD 26Q1-2900-gdf79404cd8, Yosys 0.63+post, stock flow scripts
make -C /OpenROAD-flow-scripts/flow DESIGN_CONFIG=/design/flow/config.mk WORK_HOME=/design/flow/orfs finish
==> ./config.mk <==
export PLATFORM = sky130hd
export DESIGN_NAME = traffic_controller_top
export DESIGN_NICKNAME = traffic_controller_top
export VERILOG_FILES = /design/flow/design.v
export SDC_FILE = /design/flow/constraint.sdc
export NUM_CORES = 4
export LEC_CHECK = 1
export CORE_AREA = 10 10 103 103
export DIE_AREA = 0 0 113 113
==> ./constraint.sdc <==
current_design traffic_controller_top

set clk_period 1.4
set clk_io_pct 0.2

create_clock -name clk0 -period $clk_period [get_ports {clk}]

set non_clock_inputs [all_inputs -no_clocks]
set_input_delay [expr $clk_period * $clk_io_pct] -clock clk0 $non_clock_inputs
set_output_delay [expr $clk_period * $clk_io_pct] -clock clk0 [all_outputs]
==> metrics.yaml <==
drt:
  top_layer_used: "met4"
  post-route-drc-count: 0
  drt-initial-drc-count: 88
  wl_met3_um: 113
  wl_met1_um: 1700
  route.met2.wl_um: 1310
  wl_per_cell_um: 9.70
  ant_nets: 0
  routed_wl_um: 3160
  vias_per_cell: 4.03
  via_count: 1315
  dr.pass1.iters: 4
  diodes: 0
timing:
  rsz0062_at_grt: "yes"
  hold_violations: 0
  skew_ps: 3.15
  finalCritPeriodShare_pct: 98.2
  hold_ws_ps: 528
  min_period_ps: 1370
  max_slew.worst_pin.slew_ps: 499
  fmax_ghz: 0.727
  final-setup-viol-count: 0
  setup_tns_ps: 0
  maxSlewViolCount: 0
  slew_headroom_pct: 66.5
  setup_ws_ps: 25.1
synth:
  ys.warnings.count: 3
  area_leaders: "dfxtp_1 (41%), ha_1 (8.2%), nor3_1 (4.6%)"
  avgSynthCellArea_um2: 8.85
  largest_area_cell: "dfxtp_1"
  top_cell_area_share_pct: 40.8
  ys.flop_type: "dfxtp_1"
  ys_seq_share_pct: 40.8
  yosys_cells: 172
  syn-cell-area_mm2: 0.00152
  top_cell: "dfxtp_1"
  ys_chip_area_mm2: 0.00152
  async_flop_share_pct: 0
  ys_ff: 31
  netlist_instances: 172
  common_cells: "dfxtp_1 (31), inv_1 (18), nor3_1 (14), ha_1 (10), nand2_1 (10)"
  ys_types: 36
  edf_count: 0
place:
  place_congestion: 0.798
  placement.setup.worst_slack_ps: -111
  port_buffers: 8
  post_dp_cell_area_mm2: 0.00191
  post-dp-hpwl_um: 2310
finish:
  drive_above_1_share_pct: 32.1
  fill_cells: 858
  synthToLayoutAreaGrowth_pct: 42.9
  utilization_pct: 26.2
  top_regs: "config_timer_grn.counter (6), config_timer_red.counter (6), cs (6)"
  fin_area_mm2: 0.00218
worst_setup_path:
  crit_path_end_kind: "register"
  required_ps: 1550
  r2r_cells: 3
  worstSetupStartpointType: "register"
  r2r_start: "config_timer_grn.counter[2]"
  reg2reg_slack_ps: 30
  critPathMaxFanout: 5
  reg2reg_to: "config_timer_grn.counter[3]"
  worstSetupPathType: "reg2reg"
  worstPathArrival_ps: 1520
global_routing:
  antenna_found_initial: 0
  grt_pass1_wl_um: 5780
  grt_pass1_vias: 1361
  grt_max_degree: 11
  grt.overflow.total: 0
  grt_use_total_pct: 5.12
cts:
  htree_levels: 2
  cts_buffer_depth: 2
  clkLatencyLatePin_ps: 280
  cts_sinks: 31
  clockRootBuffer: "clkbuf_8"
  ctsHoldBuffers: 0
  cts.clk_slew.worst_paths_ps: 70
  cts_tree: "done"
  cts_buffers: 5
floorplanning:
  io_pins: 9
  dieWidth_um: 113
  coreArea_mm2: 0.00830
  fp_util_pct: 18.3
  fp.dieH_um: 113
  num_rows: 33
  dieArea_mm2: 0.0128
power_and_ir_drop:
  power_density_mw_per_mm2: 901
  leakagePower_uw: 0.000809
  peakVddDrop_uv: 433
outcome:
  outcome: "finished clean"
flow_run:
  warning_count: 32
  drv_cap: 0
min_path:
  holdPathStages: 2
  worstHoldStart: "config_timer_red.counter[1]"
  hp-class: "reg2reg"
  min_to: "config_timer_red.counter[1]"
report_power, final:
group / total [µW] / leakage [µW] / internal [µW] / switching, µW
sequential: 906 / 0.000255 / 894 / 12.3
combinational: 138 / 0.000492 / 70.2 / 67.7
clock: 917 / 0.0000612 / 576 / 342
total: 1960 / 0.000809 / 1540 / 422
cell usage in the layout, fill, tap and decap left out, types with 2 or more instances in the layout:
master / instances
inv_1: 15
ha_2: 2
nand3_2: 2
a31oi_1: 2
or3b_4: 2
dfxtp_2: 5
buf_4: 32
nor2_2: 2
a211oi_1: 2
nor3b_1: 4
nor2b_1: 5
xor2_1: 6
clkbuf_8: 6
or4_4: 2
nor4_1: 4
ha_1: 8
o211ai_1: 2
clkdlybuf4s50_1: 4
or3_1: 2
nand4_1: 2
xnor2_1: 2
dfxtp_1: 24
nor3_1: 13
nand3_1: 9
and2_1: 2
a21oi_1: 9
nand2_1: 10
dfxtp_4: 2
o21ai_0: 4
nand3b_1: 2
inv_2: 2
nand2b_1: 5
nor2_1: 4
dlygate4sd2_1: 3
worst max-delay path by stage:
stage | start | to | depth (start not counted)
4_1_cts | config_timer_grn.counter[5] | config_timer_grn.counter[0] | 3
5_1_grt | config_timer_grn.counter[0] | config_timer_grn.counter[0] | 6
6_report | config_timer_grn.counter[2] | config_timer_grn.counter[3] | 3
stage by stage:
stage,total power [µW],instances
2_1_floorplan,992,172
3_3_place_gp,1050,309
3_5_place_dp,1050,309
4_1_cts,1980,324
5_1_grt,2030,326
6_report,1960,326
kinds of logic after synthesis:
kind of cell	share of synthesized area [%]
simple gates	28.1
compound gates	13.9
flops	40.8
buf+inv	4.44
fa+ha+maj	8.22
xor+xnor	4.60
critical path, cell delays in order (launching register included):
cell	delay, ps
dfxtp_2	340
or4_4	590
nor3_4	240
nor3_1	80
routing by layer:
metal  up-vias  track usage [%]
met3         5             1.39
met2        11             8.06
met1       584             7.11
met5         -                0
met4         0            0.508
li1        715                -
repair_timing:
item	in CTS	in global routing
setup endpoints to repair	11	20
cloned	0	0
pin swaps	1	1
gates resized	15	20
setup buffers	7	2
area by class of cell:
cell class / count / area, µm² / area share (%)
multi-input cells: 123 / 900 / 41.3
flip-flops and latches: 31 / 634 / 29.2
repair buffers: 41 / 323 / 14.8
well taps: 105 / 131 / 6.04
clock buffers: 6 / 82.6 / 3.80
inverters: 18 / 70.1 / 3.22
clock inverters: 2 / 35.0 / 1.61
Power figures rest on the tool's default switching activity, not on a simulated workload.
